`run.sh`:
```
#!/bin/bash
# OpenROAD 26Q1-2900-gdf79404cd8, Yosys 0.63+post, stock flow scripts
make -C /OpenROAD-flow-scripts/flow DESIGN_CONFIG=/design/flow/config.mk WORK_HOME=/design/flow/orfs finish
```
`config.mk`:
```
export PLATFORM = sky130hd
export DESIGN_NAME = Sort_2ip
export DESIGN_NICKNAME = Sort_2ip
export VERILOG_FILES = /design/flow/design.v
export SDC_FILE = /design/flow/constraint.sdc
export NUM_CORES = 4
export LEC_CHECK = 1
export CORE_AREA = 10 10 70 70
export DIE_AREA = 0 0 80 80
```
`constraint.sdc`:
```
current_design Sort_2ip

set clk_period 2.4
set clk_io_pct 0.2

create_clock -name clk0 -period $clk_period

set non_clock_inputs [all_inputs -no_clocks]
set_input_delay [expr $clk_period * $clk_io_pct] -clock clk0 $non_clock_inputs
set_output_delay [expr $clk_period * $clk_io_pct] -clock clk0 [all_outputs]
```
`design.v`:
```
module Sort_2ip(input [4:0] A,B, output reg [4:0]G,L);
always@*
begin
if(A>B)
begin
G <= A;
L <= B;
end
else
begin
G <= B;
L <= A;
end
end
endmodule
```
==> flow_summary.ini <==
; synthesis and place-and-route metrics
[synth]
syn_inst = 29
synth_top_area_share = 0.435
ys_seq_share = 0
yosysChipArea_sq_um = 259
yosys.area.top_type = mux2_2
yosys-top-cells-area = mux2_2 (43%), ha_1 (24%), inv_1 (7.2%)
yosysWarnings = 1
synthTopCellsByCount = mux2_2 (10), ha_1 (5), inv_1 (5)
ys_cells = 29
syn_area_per_cell_sq_um = 8.93
synth_area_sq_um = 259
most_common_cell = mux2_2
synth_cell_types = 11

[final_layout]
finalNonFillerCells = 106
drive_gt1_frac = 0.933
n_fill_cell = 364
seq_cell_count = 0
clock_buffers = 0
multiInputGateArea_sq_um = 380
area_delta_synth_final_pct = 186
seqCellArea_sq_um = 0

[floorplan]
fp-row-count = 21
die_w_um = 80
fp_util = 0.0758
core_area_sq_um = 3420
fp.dieH_um = 80
io_pins = 20
die_area_sq_um = 6400

[critical_path]
path_class = input port to output port
crit_chain = buf_8 -> inv_4 -> ha_4 -> o211ai_1 -> a21oi_4 -> o21ai_4 -> buf_12 -> buf_6 -> mux2_4 -> buf_6
path_common_cell = buf_6
critPathRequiredTime_ns = 1.92
crit_path_end_kind = output port
start_kind = input port
cp_slowest_stage_delay_ns = 0.29
cp.buffers_inverters = 5
slowest_stage = mux2_4
cp_top_family = buffers and inverters
worstPathArrival_ns = 1.94
crit_fanout = 7

[detailed_routing]
drt-total-wl_um = 1030
wire_per_inst_um = 9.75
antenna_left = 0
drt_pass1_iterations = 3
antenna_cells = 0
detail_route.vias_per_cell = 3.09
drc = 0
drtIter0Drc = 5
vias = 328

[grt]
track_usage = 0.0326
grt_max_degree = 8
grt_overflow = 0
grt_pass1_wl_um = 1750
antenna_found_initial = 0
grt_pass1_vias = 364

[flow_run]
drv_cap = 0
warnings = 34

[power]
power-per-cell-area_nw_per_um2 = 257
total_power_mw = 0.190
ir_worst_vdd_mv = 0.117
cellLeakagePower_nw = 0.341

[timing]
fin_tns_setup_ns = -0.0662
max_freq_mhz = 413
hold_violations = 0
maxSlewViolCount = 0
fin_ws_ns = -0.0200
maxSlewHeadroom = 0.811
period_minus_slack_ns = 2.42
finalClockPeriodUsage = 1.01
worst_slew_pin_slew_ns = 0.283
rsz0062_at_grt = true
finalSetupViolCount = 5

[status]
violations = setup timing
outcome = complete, but fails checks

[place]
portBuffers = 20
dp.cells = 97
place.gp.congestion = 0.711

[hold_path]
hold_path.class = input port to output port
-- cells by family (layout without fill, tap and decap cells) --
group                    Yosys count  count (layout)  share of synthesized area
adder cells (fa/ha/maj)            5               5                      0.242
multiplexers                      10              10                      0.435
AND/OR/NAND/NOR                    5               5                     0.0966
AND-OR/OR-AND                      4               4                      0.155
buffers and inverters              5              36                     0.0725
-- timing repair --
action / CTS / global route
hold buffers: 0 / 0
pin swaps: 10 / 5
buffers inserted: 8 / 1
resized: 105 / 8
setup endpoints to repair: 10 / 10
-- power by group --
part | leakage, nW | total (mW) | internal, mW | switching (mW)
combinational | 0.341 | 0.190 | 0.128 | 0.0623
sequential | 0 | 0 | 0 | 0
clock | 0 | 0 | 0 | 0
-- layer usage --
layer	wire, um	global-route usage	share of wire
met5	0	0	0
met3	115	0.0136	0.11
met4	0	0	0
met1	543	0.0508	0.53
met2	375	0.0417	0.36
-- stage by stage --
step           setup WS [ns]  utilization  hold slack, ns  cell area [sq um]
6_report             -0.0200        0.216            1.24                739
5_1_grt              -0.0776        0.216            1.26                739
4_1_cts              -0.0539        0.207            1.24                706
3_5_place_dp          -0.733        0.156            2.06                532
3_3_place_gp          -0.718        0.156            2.05                532
2_1_floorplan          0.330            -            1.06                259
-- cells in the final DEF, fill, tap and decap left out --
cell,count
buf_2,11
buf_6,11
mux2_4,10
ha_4,5
inv_2,4
buf_4,4
buf_8,2
inv_4,1
a21o_1,1
nand2b_4,1
nor2_1,1
o211ai_1,1
a21oi_4,1
and3_4,1
nand3_4,1
o21ai_4,1
nor2_4,1
clkdlybuf4s15_2,1
clkdlybuf4s15_1,1
buf_12,1
-- final timing paths --
path,start,endpoint,slack (ns),cells past startpoint
max,B[2],L[2],-0.02,10
min,B[4],G[4],1.24,3
-- final cells by class --
type,instances,area share
Multi-Input combinational cell,24,0.514
Timing Repair Buffer,31,0.379
Inverter,5,0.0288
Tap cell,46,0.0778
No activity file was given, so power comes from the tool's default toggle rates.
